File: flow/constraint.sdc
current_design uart

set clk_period 5.0
set clk_io_pct 0.2

create_clock -name clk0 -period $clk_period [get_ports {clk}]

set non_clock_inputs [all_inputs -no_clocks]
set_input_delay [expr $clk_period * $clk_io_pct] -clock clk0 $non_clock_inputs
set_output_delay [expr $clk_period * $clk_io_pct] -clock clk0 [all_outputs]
File: flow/config.mk
export PLATFORM = sky130hd
export DESIGN_NAME = uart
export DESIGN_NICKNAME = uart
export VERILOG_FILES = /design/flow/design.v
export SDC_FILE = /design/flow/constraint.sdc
export NUM_CORES = 4
export LEC_CHECK = 1
export CORE_UTILIZATION = 40
File: flow/design.v
`timescale 1ns / 1ps
module baud_rate_generator(
    input wire clk,
    input wire rst,
    output reg clk_en
    );
    parameter CLOCK_FREQ=50000000;
    parameter BAUD_RATE=921600;
    parameter COUNTER_MAX=CLOCK_FREQ/BAUD_RATE;
    reg[31:0]counter;
    always@(posedge clk or posedge rst) begin
        if(rst)begin
            counter<=0;
            clk_en<=1'b0;
        end else begin
            if(counter==COUNTER_MAX-1)begin
                clk_en<=1'b1;
                counter<=0;
            end else begin
                counter<=counter+1;
                clk_en<=1'b0;
            end
        end    
    end
endmodule
`timescale 1ns / 1ps
module uart(
    input wire [7:0] din,        
    input wire wr_en,            
    output wire tx_busy,          
    output wire [7:0] dout,       
    output wire error,            
    output wire rx_busy,          
    input wire loopback_en,       
    input wire external_rx,       
    output wire external_tx,      
    input wire clk,               
    input wire rst                
);
    wire clk_en;                  
    wire tx;                      
    wire rx;                      
    baud_rate_generator #(
        .CLOCK_FREQ(50000000),    
        .BAUD_RATE(921600)        
    ) baud_gen_inst (
        .clk(clk),
        .rst(rst),
        .clk_en(clk_en)
    );
    uart_tx uart_tx_inst(
        .din(din),
        .rst(rst),
        .clk(clk),
        .clk_en(clk_en),
        .wr_en(wr_en),
        .tx(tx),
        .tx_busy(tx_busy)
    );
    uart_rx uart_rx_inst(
        .rx(rx),
        .rst(rst),
        .clk(clk),
        .clk_en(clk_en),
        .dout(dout),
        .error(error),
        .rx_busy(rx_busy)
    );
    assign external_tx = loopback_en ? 1'bz : tx;   
    assign rx = loopback_en ? tx : external_rx;     
endmodule
`timescale 1ns / 1ps
module uart_rx(
    input wire rx,
    input wire rst,
    input wire clk,
    input wire clk_en,
    output reg[7:0]dout,
    output reg error,
    output reg rx_busy
    );
    parameter STATE_START = 2'b00;
    parameter STATE_DATA = 2'b01;
    parameter STATE_PARITY = 2'b10;
    parameter STATE_STOP = 2'b11;
    parameter PARITY_TYPE = 1'b0;
    reg[7:0]data=8'b0;
    reg[2:0]count=3'b0;
    reg[2:0]state=STATE_START;
    reg expected_parity=1'b0;
    always@(posedge clk or posedge rst) begin
        if(rst)begin
            data<=8'b0;
            count<=3'b0;
            state<=STATE_START;
            rx_busy<=1'b0;
            error<=1'b0;
            dout<=8'b0;
        end else begin
            case(state)
                STATE_START: begin
                    if(clk_en)begin
                        if(rx==1'b0)begin
                            state<=STATE_DATA;
                            dout<=8'b0;
                            count<=3'b0;
                            rx_busy<=1'b1;
                            error<=1'b0;
                        end
                    end
                end
                STATE_DATA: begin
                    if(clk_en)begin
                        data[count]<=rx;
                        if(count==3'b111)begin
                            state<=STATE_PARITY;
                        end else begin
                            count<=count+1;
                        end
                    end
                end
                STATE_PARITY:begin
                    expected_parity<=(PARITY_TYPE == 1'b0)? ^data : ~^data;
                    if(clk_en)begin
                        if(rx!=expected_parity)begin
                            error<=1'b1;
                        end
                        state<=STATE_STOP;
                    end
                end
                STATE_STOP:begin
                    if(clk_en)begin
                        if(rx!=1'b1)begin
                            error<=1'b1;
                        end
                        dout<=data;
                        rx_busy<=1'b0;
                        state<=STATE_START;
                    end
                end
                default: begin
                    state<=STATE_START;
                end
            endcase
        end                        
    end
endmodule
`timescale 1ns / 1ps
module uart_tx(
    input wire[7:0]din,
    input wire rst,
    input wire clk,
    input wire clk_en,
    input wire wr_en,
    output reg tx,
    output reg tx_busy
    );
    parameter STATE_IDLE = 3'b000;
    parameter STATE_START = 3'b001;
    parameter STATE_DATA = 3'b010;
    parameter STATE_PARITY = 3'b011;
    parameter STATE_STOP = 3'b100;
    parameter PARITY_TYPE = 1'b0;
    reg[7:0]data=8'b0;
    reg[2:0]count=3'b0;
    reg[2:0]state=STATE_IDLE;
    reg parity_bit=1'b0;
    always @(*) begin
        if (PARITY_TYPE==0) begin
            parity_bit = ^data;
        end else begin
            parity_bit = ~^data;
        end
    end
    always@(posedge clk or posedge rst) begin
        if(rst)begin
            tx<=1'b1;
            data<=8'b0;
            count<=3'b0;
            state<=STATE_IDLE;
            tx_busy<=1'b0;
        end else begin
            case(state)
                STATE_IDLE: begin
                    tx<=1'b1;
                    tx_busy<=1'b0;
                    if(wr_en)begin
                        tx_busy<=1'b1;
                        state<=STATE_START;
                        count<=3'b0;
                        data<=din;
                    end
                end
                STATE_START: begin
                    if(clk_en)begin
                        tx<=1'b0;
                        state<=STATE_DATA;
                    end
                end
                STATE_DATA: begin
                    if(clk_en)begin
                        if(count==3'b111)begin
                            state<=STATE_PARITY;
                        end else begin
                            count<=count+1;
                        end
                        tx<=data[count];
                    end       
                end
                STATE_PARITY: begin
                    if(clk_en)begin
                        tx<=parity_bit;
                        state<=STATE_STOP;
                    end       
                end
                STATE_STOP: begin 
                    if(clk_en)begin
                        tx<=1'b1;
                        state<=STATE_IDLE;
                    end
                end
                default: begin
                    tx<=1'b1;
                    state<=STATE_IDLE;  
                end    
            endcase
        end
    end
endmodule
File: flow/run.sh
#!/bin/bash
# OpenROAD 26Q1-2900-gdf79404cd8, Yosys 0.63+post, stock flow scripts
make -C /OpenROAD-flow-scripts/flow DESIGN_CONFIG=/design/flow/config.mk WORK_HOME=/design/flow/orfs finish
==> results.py <==
# Generated from Yosys and OpenROAD reports
metrics = {
    "final_timing": {
        "max_slew.worst_pin.slew_ns": 0.8348,
        "relSlewSlack_pct": 44.11,
        "finClkSkew_ns": 0.009496,
        "final.setup.tns_ns": 0,
        "period_used_pct": 50.25,
        "finalHoldViolCount": 0,
        "holdWs_ns": 0.4791,
        "rsz0062_at_grt": "no",
        "maxSlewViolCount": 0,
        "period_needed_ns": 2.512,
        "fmax_mhz": 398.0,
        "setup_viol": 0,
    },
    "synthesis": {
        "yosysChipArea_sq_mm": 0.003787,
        "netlist_area_sq_mm": 0.003787,
        "postSynthCellCount": 335,
        "yosysWarningCount": 4,
        "synthDistinctLibCells": 54,
        "synth-main-ff-cell": "dfrtp_1",
        "synthArstFlopShare_pct": 98.63,
        "synth_top_area_share_pct": 46.91,
        "synth_flops": 73,
        "ys_top_cells_by_area": "dfrtp_1 (47%), xnor2_1 (9.5%), ha_1 (4.6%)",
        "syn_avg_cell_area_sq_um": 11.31,
        "synth_top_cell_by_area": "dfrtp_1",
        "ys_seq_share_pct": 48.40,
        "edf_count": 1,
        "ys_cells": 335,
    },
    "detailed_routing": {
        "drc": 0,
        "routed-wl-met3_microns": 149,
        "ant_nets": 0,
        "route.met2.wl_microns": 2812,
        "drt_iter0_drc": 127,
        "wire_per_inst_microns": 13.63,
        "wl_met1_microns": 3499,
        "maxUsedRoutingLayer": "met4",
        "antenna_cells_inserted": 0,
        "drt_first_pass_iters": 5,
        "route.vias.total": 2493,
        "vias_per_cell": 5.194,
        "routed_wl_microns": 6542,
    },
    "cells_and_area": {
        "fin_area_sq_mm": 0.004350,
        "fill_cells": 833,
        "fin_util_pct": 47.31,
        "drive_gt1_share_pct": 11.92,
        "area_growth_pct": 14.87,
        "instances_no_fill": 480,
    },
    "worst_hold_path": {
        "min_from": "baud_gen_inst.counter[31]",
        "hold_class": "flip-flop to flip-flop",
        "min_path_cells": 1,
    },
    "clocking": {
        "cts_max_level": 3,
        "clock_path_buffers": 2,
        "clk_pin_slew_ns": 0.07,
        "cts-root-buf": "clkbuf_8",
        "cts_resized": 0,
        "insertion_delay_ns": 0.34,
        "numCtsBuffers": 9,
        "clock-sinks": 73,
        "cts_tree": "done",
        "post_cts_buffers": 0,
        "cts_hold_buf": 0,
    },
    "power_and_ir_drop": {
        "comb_power_share_pct": 5.8,
        "power_frac_seq_pct": 52.6,
        "p_sw_share_pct": 21.27,
        "power_density_mw_per_mm2": 266.5,
        "irDropWorstVdd_mv": 0.09949,
        "switchingPower_mw": 0.2465,
        "p_leak_nw": 1.876,
        "p_clk_share_pct": 41.6,
        "p_int_mw": 0.9127,
    },
    "grt": {
        "grt_pass1_wl_microns": 11370,
        "grt_overflow": 0,
        "grt_use_total_pct": 14.55,
        "grt_pass1_vias": 2348,
        "grt_max_degree": 49,
        "antenna_found_initial": 0,
    },
    "placement": {
        "dp.cells": 464,
        "io_buffers": 24,
        "place_area_sq_mm": 0.004143,
        "place_hpwl_microns": 4549,
        "gp_congestion": 0.7808,
    },
    "setup_path": {
        "endpoint_kind": "flip-flop",
        "path_max_fanout": 6,
        "regToRegStartpoint": "uart_rx_inst.count[0]",
        "critPathArrivalTime_ns": 2.73,
        "crit_required_ns": 5.22,
        "path_class": "input port to flip-flop",
        "start_kind": "input port",
        "crit_start": "loopback_en",
        "r2r_cells": 6,
    },
    "run_status": {
        "status": "complete, no violations",
    },
    "floorplanning": {
        "fp-row-count": 35,
        "coreArea_sq_mm": 0.009196,
        "fp_util_pct": 41.18,
        "die_w_microns": 99.31,
        "die_y_microns": 99.31,
        "die_area_sq_mm": 0.009861,
        "io-pin-count": 25,
    },
    "flow_run": {
        "cap_violations": 0,
        "warnings": 33,
    },
}
-- synthesized netlist by cell type (2+ instances only) --
cell	n
mux2_2	3
a22o_1	12
nand4_1	11
dfrtp_1	71
nor4_4	2
clkbuf_1	5
a31oi_1	2
ha_1	14
nand2b_1	3
a21oi_1	8
and3_1	5
nor4b_1	2
mux2_4	8
inv_1	11
nor3_1	4
o21ai_0	3
o22ai_1	5
and2_1	5
nand3_1	15
nand2_1	24
a22oi_1	2
nor3_2	2
xnor2_1	41
o2bb2ai_1	4
nor2_1	30
nand4_4	2
xor2_1	7
mux2i_1	5
nor4_1	4
-- power groups by stage --
stage | clock network [mW] | registers, mW | logic (mW)
4_1_cts | 0.497 | 0.610 | 0.0697
5_1_grt | 0.524 | 0.610 | 0.0751
6_report | 0.482 | 0.610 | 0.0673
-- kinds of logic (layout without fill, tap and decap cells) --
kind of cell | Yosys count | count (layout) | synth area share, %
flops | 73 | 73 | 48.40
xor+xnor | 48 | 48 | 11.10
buf+inv | 18 | 52 | 1.916
fa+ha+maj | 14 | 14 | 4.625
simple gates | 121 | 121 | 19.29
compound gates | 43 | 43 | 8.391
mux | 18 | 18 | 6.277
-- critical path, cell delays in order --
cell             delay (ns)
clkdlybuf4s50_1        0.50
mux2i_1                0.44
nand2_1                0.12
a221oi_2               0.32
mux2_1                 0.35
-- layout make-up --
type                            count  area [sq um]  area share [%]
Multi-Input combinational cell    244          1882           43.26
Sequential cell                    73          1833           42.13
Timing Repair Buffer               25         247.7           5.695
Clock buffer                       14         172.7           3.969
Tap cell                          111         138.9           3.192
Inverter                           11         41.29          0.9491
Clock inverter                      2         35.03          0.8053
-- metrics by stage --
stage | power (mW) | setup slack, ns
2_1_floorplan | 0.6685 | 2.177
3_3_place_gp | 0.6897 | 2.131
3_5_place_dp | 0.6910 | 2.127
4_1_cts | 1.176 | 2.477
5_1_grt | 1.209 | 2.383
6_report | 1.159 | 2.488
-- flip-flops by register name, indices dropped and copies added, names as in the netlist, 2 cells and up --
name and flops:
baud_gen_inst.counter 32, uart_rx_inst.count 3, uart_rx_inst.data 8, uart_rx_inst.dout 8, uart_rx_inst.state 2, uart_tx_inst.count 3, uart_tx_inst.data 8, uart_tx_inst.state 3
-- per-layer routing --
metal	global-route usage (%)	vias to the layer above
met5	0	-
met4	2.262	0
met3	2.073	10
met2	21.05	32
met1	24.55	1196
li1	-	1255
-- final timing paths --
| check | slack [ns] | to |
|---|---|---|
| max | 2.49 | uart_rx_inst.state[1] |
| max reg2reg | 3.14 | uart_rx_inst.data[7] |
| min in group asynchronous | 1.05 | uart_rx_inst.dout[0] |
| max in group asynchronous | 2.96 | baud_gen_inst.counter[24] |
| min | 0.48 | baud_gen_inst.counter[31] |
| min reg2reg | 0.48 | baud_gen_inst.counter[31] |
-- cell usage in the layout, fill, tap and decap left out, types with 2 or more instances in the layout --
| cell type | count |
|---|---|
| a21oi_1 | 8 |
| a22o_1 | 12 |
| a22oi_1 | 2 |
| a31oi_1 | 2 |
| and2_1 | 5 |
| and3_1 | 5 |
| clkbuf_1 | 2 |
| clkbuf_8 | 12 |
| clkdlybuf4s50_1 | 24 |
| dfrtp_1 | 71 |
| ha_1 | 14 |
| inv_1 | 10 |
| mux2_2 | 3 |
| mux2_4 | 8 |
| mux2i_1 | 5 |
| nand2_1 | 24 |
| nand2b_1 | 3 |
| nand3_1 | 15 |
| nand4_1 | 11 |
| nand4_4 | 2 |
| nor2_1 | 30 |
| nor3_1 | 4 |
| nor3_2 | 2 |
| nor4_1 | 4 |
| nor4_4 | 2 |
| nor4b_1 | 2 |
| o21ai_0 | 3 |
| o22ai_1 | 5 |
| o2bb2ai_1 | 4 |
| xnor2_1 | 41 |
| xor2_1 | 7 |
Power is estimated from default activity; no workload was simulated.
